==> flow/design.v <==
module distance_unit (
    input  [7:0] x1, y1, z1,
    input  [7:0] x2, y2, z2,
    input  [15:0] r2,
    output reg is_neighbor
);
    reg [8:0] dx, dy, dz;
    reg [17:0] dist2;
    always @(*) begin
        dx = (x1 > x2) ? (x1 - x2) : (x2 - x1);
        dy = (y1 > y2) ? (y1 - y2) : (y2 - y1);
        dz = (z1 > z2) ? (z1 - z2) : (z2 - z1);
        dist2 = dx*dx + dy*dy + dz*dz;
        is_neighbor = (dist2 < r2);
    end
endmodule
==> flow/run.sh <==
#!/bin/bash
# OpenROAD 26Q1-2900-gdf79404cd8, Yosys 0.63+post, stock flow scripts
make -C /OpenROAD-flow-scripts/flow DESIGN_CONFIG=/design/flow/config.mk WORK_HOME=/design/flow/orfs finish
==> flow/config.mk <==
export PLATFORM = sky130hd
export DESIGN_NAME = distance_unit
export DESIGN_NICKNAME = distance_unit
export VERILOG_FILES = /design/flow/design.v
export SDC_FILE = /design/flow/constraint.sdc
export NUM_CORES = 4
export LEC_CHECK = 1
export CORE_UTILIZATION = 50
==> flow/constraint.sdc <==
current_design distance_unit

set clk_period 20.0
set clk_io_pct 0.2

create_clock -name clk0 -period $clk_period

set non_clock_inputs [all_inputs -no_clocks]
set_input_delay [expr $clk_period * $clk_io_pct] -clock clk0 $non_clock_inputs
set_output_delay [expr $clk_period * $clk_io_pct] -clock clk0 [all_outputs]
==> results.py <==
# Metrics from the implementation run
metrics = {
    "timing": {
        "fin_setup_tns_ns": 0,
        "hold_viol": 0,
        "layout_min_cycle_time_ns": 19.10,
        "final-setup-viol-count": 0,
        "rsz0062_at_grt": "no",
        "worstMarginPinSlew_ns": 0.8186,
        "maxSlewHeadroom_pct": 45.24,
        "timing.final.max_slew_violations": 0,
        "fmax_mhz": 52.36,
        "timing.final.crit_share_pct": 95.49,
    },
    "synth": {
        "ys_chip_area_mm2": 0.009435,
        "synth.avg_cell_area_um2": 8.320,
        "yosys.area.top_type": "fa_1",
        "top_area_share_pct": 34.37,
        "netlist_area_mm2": 0.009435,
        "yosys_cells": 1134,
        "ys_seq_share_pct": 0,
        "syn_inst": 1134,
        "ys.warnings.count": 1,
        "synth_cell_type_count": 74,
        "topCellsByArea": "fa_1 34%, ha_1 19%, inv_1 13%",
    },
    "finish": {
        "nClkBuffers": 0,
        "seq_area_um2": 0,
        "syn2layout_area_growth_pct": 10.16,
        "drive_gt1_share_pct": 5.356,
        "nFillCells": 1734,
        "stdcell_count": 1424,
        "seq_cell_count": 0,
    },
    "clock_tree": {
        "cts_setup_buffers": 0,
        "ctsResizeCount": 0,
        "cts_hold_buffers": 0,
    },
    "flow_run": {
        "warnings": 63,
        "cap_viol_max_count": 0,
    },
    "critical_path": {
        "arrival_ns": 15.10,
        "cp_max_fo": 11,
        "worstPathRequired_ns": 16.00,
        "worstSetupStartpointType": "primary input",
        "cp.buffers_inverters": 9,
        "cp_slowest_stage_delay_ns": 0.74,
        "endpoint_kind": "output port",
        "path_delay_family": "adder cells",
        "crit_slowest_cell": "a2111oi_0",
        "worst_path_most_repeated_cell": "fa_1",
        "worst-setup-path-type": "primary input to output port",
    },
    "floorplan": {
        "fp-row-count": 49,
        "initCoreUtil_pct": 51.82,
        "chipArea_mm2": 0.01942,
        "io_pins": 65,
        "coreArea_mm2": 0.01821,
        "fp.dieH_um": 139.4,
        "die_w_um": 139.4,
    },
    "detailed_routing": {
        "wl_per_cell_um": 12.80,
        "first_pass_iters": 5,
        "via_per_inst": 4.982,
        "initialDrtViolationCount": 246,
        "diodes": 0,
        "vias": 7094,
        "ant_nets": 0,
        "drcViolationCount": 0,
        "routed_wl_um": 18230,
    },
    "placement": {
        "hpwl_um": 16840,
        "placed_cells": 1424,
        "gp_congestion": 0.9022,
        "port-buffer-count": 65,
    },
    "global_routing": {
        "grt_pass1_vias": 7091,
        "track_usage_pct": 21.48,
        "grt_pass1_wl_um": 32760,
        "antenna_found_initial": 0,
        "grt_max_degree": 13,
        "grt_overflow": 0,
    },
    "min_path": {
        "hold_path.class": "primary input to output port",
    },
    "outcome": {
        "status": "completed",
    },
}
## cells in the mapped netlist (10+ instances only)
cell and instances:
or2_2 17, mux2i_1 12, nand2_1 32, clkbuf_1 15, fa_1 162, xor2_1 17
inv_1 325, a21o_1 22, xnor2_1 34, o21ai_0 22, nor2b_1 10, ha_1 147
nand3_1 10, a21oi_1 38, nor2_1 105, nand2b_1 20
## path summary, 6_finish.rpt
check                  start           to  slack, ns  depth (start not counted)
worst max-delay path   y1[2]  is_neighbor       0.90                         41
worst min-delay path  r2[15]  is_neighbor       9.30                          8
## cell usage in the layout (no fill, tap or decap), types with 3 or more instances in the layout
cell             netlist  final
and2_1                 7      7
clkdlybuf4s50_1        0     65
a211o_1                4      4
o211a_1                3      3
nand3_1               10     10
xor2_1                17     17
mux2_4                 3      3
nand2b_1              20     20
o2111ai_1              3      3
nor4_1                 4      4
or2_2                 17     17
inv_1                325    325
ha_1                 147    147
o21ai_0               22     22
xnor2_1               34     34
nand4_1                6      6
a211oi_1               7      7
nor2b_1               10     10
buf_4                  3     17
o21a_1                 3      3
nor3_1                 5      5
or3_1                  5      5
nor2_2                 6      6
o21bai_1               6      6
a21o_1                22     22
nor2_1               105    105
fa_1                 162    162
o21ai_1                4      4
a31oi_1                6      6
o31a_1                 3      3
o31ai_1                3      3
a21boi_0               5      5
o211ai_1               7      7
mux2i_1               12     12
nand2_1               32     32
mux2_2                 7      7
a21oi_1               38     38
## logic make-up after synthesis
group	after synthesis	synth area share, %
multiplexers	23	2.705
AND-OR/OR-AND	157	11.62
XOR/XNOR	52	4.907
AND/OR/NAND/NOR	244	12.72
adder cells (fa/ha/maj)	309	53.87
buffers and inverters	349	14.19
## through the flow
stage               hold WS [ns]  area (um2)  utilization (%)  worst slack [ns]
floorplan                  8.407        9435                -             2.773
detailed placement         9.318       10390            57.08            0.9543
CTS                        9.326       10390            57.08            0.8993
global placement           9.320       10390            57.08             1.194
finish                     9.303       10390            57.08            0.9027
global route               9.414       10390            57.08           0.07636
## final cells by class
| type | instances | area, um2 | share of cell area, % |
|---|---|---|---|
| well taps | 229 | 286.5 | 2.757 |
| repair buffers | 82 | 778.2 | 7.488 |
| multi-input cells | 785 | 8097 | 77.90 |
| inverters | 328 | 1232 | 11.86 |
## layer usage
metal	wire length (um)	GRT usage, %
met5	0	0
met1	8911	33.84
met2	8591	34.83
met4	59	0.6433
met3	672	2.875
## worst min-delay path: stages
cell and delay [ns]:
clkdlybuf4s50_1 0.40, inv_1 0.06, ha_1 0.13, nor2_1 0.04
nand4b_1 0.09, or3_1 0.10, mux2i_1 0.07, clkdlybuf4s50_1 0.41
