[flow/run.sh]
#!/bin/bash
# OpenROAD 26Q1-2900-gdf79404cd8, Yosys 0.63+post, stock flow scripts
make -C /OpenROAD-flow-scripts/flow DESIGN_CONFIG=/design/flow/config.mk WORK_HOME=/design/flow/orfs finish
[flow/config.mk]
export PLATFORM = sky130hd
export DESIGN_NAME = point_memory
export DESIGN_NICKNAME = point_memory
export VERILOG_FILES = /design/flow/design.v
export SDC_FILE = /design/flow/constraint.sdc
export NUM_CORES = 4
export LEC_CHECK = 1
export CORE_UTILIZATION = 50
[flow/constraint.sdc]
current_design point_memory

set clk_period 3.1
set clk_io_pct 0.2

create_clock -name clk0 -period $clk_period [get_ports {clk}]

set non_clock_inputs [all_inputs -no_clocks]
set_input_delay [expr $clk_period * $clk_io_pct] -clock clk0 $non_clock_inputs
set_output_delay [expr $clk_period * $clk_io_pct] -clock clk0 [all_outputs]
[flow/design.v]
module point_memory #(
    parameter N = 16
)(
    input clk,
    input we,
    input [3:0] waddr,
    input [3:0] wlabel,
    input [3:0] raddr_i,
    input [3:0] raddr_j,
    output reg [7:0] xi, yi, zi,
    output reg [7:0] xj, yj, zj,
    output reg [3:0] li,
    output reg [3:0] lj
);
    reg [7:0] x_mem [0:N-1];
    reg [7:0] y_mem [0:N-1];
    reg [7:0] z_mem [0:N-1];
    reg [3:0] label_mem [0:N-1];
    integer k;
    initial begin
        for (k = 0; k < N; k = k + 1)
            label_mem[k] = 0;
    end
    always @(posedge clk) begin
        if (we)
            label_mem[waddr] <= wlabel;
    end
    always @(*) begin
        xi = x_mem[raddr_i];
        yi = y_mem[raddr_i];
        zi = z_mem[raddr_i];
        li = label_mem[raddr_i];
        xj = x_mem[raddr_j];
        yj = y_mem[raddr_j];
        zj = z_mem[raddr_j];
        lj = label_mem[raddr_j];
    end
endmodule
==> flow_summary.json <==
{
  "outcome": "complete, no violations",
  "fp_util": 0.516,
  "swShare": 0.224,
  "hold_viol_final": 0,
  "path_cells": "clkdlybuf4s50_1 > nor2b_1 > a22oi_1 > nand3_1 > clkdlybuf4s50_1",
  "power.density_nw_per_um2": 496,
  "die_w_um": 85.7,
  "max_cap_violations": 0,
  "core_area_um2": 6790,
  "pin_count": 74,
  "fmax_ghz": 0.332,
  "clk_pin_slew_ns": 0.08,
  "syn_area_um2": 3500,
  "p_int_mw": 1.55,
  "stdcell_count": 356,
  "p_leak_nw": 1.46,
  "vdd_ir_drop_max_uv": 283,
  "setup.worst_path.class": "in -> out",
  "yosysWarnings": 1,
  "layout-drive-gt1-share": 0.188,
  "drc": 0,
  "tritoncts": "done",
  "cp_common_cell": "clkdlybuf4s50_1",
  "slew_violations": 0,
  "switching_power_mw": 0.448,
  "drtAntennaViolNets": 0,
  "largest_reg_flops": 64,
  "die_h_um": 85.7,
  "cp_data_required_time_ns": 2.48,
  "cts_buffers": 9,
  "largest-register": "label_mem",
  "warning_count": 25,
  "total_power_mw": 2.00,
  "routed_wl_um": 6980,
  "hold_path_class": "in -> reg",
  "grt_pass1_vias": 1901,
  "cts_sinks": 64,
  "slew_headroom": 0.453,
  "clock_power_share": 0.406,
  "holdBufCountCts": 0,
  "track_usage": 0.223,
  "grt_overflow": 0,
  "hpwl_um": 4760,
  "synth_stat.cells": 214,
  "endpoint_kind": "primary output",
  "pwr-share-seq": 0.488,
  "synthesis.instances": 214,
  "dieArea_um2": 7350,
  "dp_cells": 338,
  "period_used_share": 0.970,
  "hold-path-cell-count": 3,
  "synth_seq_share": 0.548,
  "routedWlPerCell_um": 19.6,
  "rows": 30,
  "worstMarginPinSlew_ns": 0.814,
  "drt-pass1-iter-count": 6,
  "hp-start": "waddr[3]",
  "final_layout_top_logic_cells": "edfxtp_1 (64), conb_1 (48), clkdlybuf4s50_1 (23)",
  "avgSynthCellArea_um2": 16.4,
  "cp-start-kind": "primary input",
  "lay_top_count": "edfxtp_1",
  "antenna_found_initial": 0,
  "gp_congestion": 0.823,
  "cpMaxStageDelayCell": "clkdlybuf4s50_1",
  "reg_top3": "label_mem x64",
  "worstPathArrival_ns": 2.39,
  "grt_pass1_wl_um": 10700,
  "cp_top_family": "buffers and inverters",
  "finalInstanceArea_um2": 4040,
  "viasPerCell": 5.42,
  "cts_htree_levels": 3,
  "cp_max_fo": 7,
  "portBuffers": 25,
  "synth_chip_area_um2": 3500,
  "via_count": 1931,
  "first_iter_violations": 130,
  "hold_end": "label_mem[9][0]$_DFFE_PP_",
  "clock_path_buffers": 2,
  "diodes": 0,
  "period_minus_slack_ns": 3.01,
  "crit_buf_inv": 2,
  "rsz0062_at_grt": "false",
  "clock-root-buffer": "clkbuf_8",
  "setup_viol": 0,
  "p_comb_frac": 0.105,
  "grt_max_degree": 17,
  "ys_types": 18,
  "critPathMaxStageDelay_ns": 0.61,
  "dpl_cell_area_um2": 3750,
  "area_growth_pct": 15.1,
  "synth_flop_count": 64
}
[cells in the mapped netlist]
cell	count	area [µm²]
mux4_2	4	90.1
buf_4	48	360
buf_2	2	10.0
buf_12	2	40.0
mux4_1	28	736
a22oi_1	8	60.1
buf_6	2	22.5
nand2_1	9	33.8
nor2b_1	4	25.0
nand2b_1	2	12.5
nand3b_1	2	15.0
nor3_1	4	20.0
clkbuf_1	2	7.51
nand3_1	17	85.1
edfxtp_1	64	1920
nor2_1	14	52.6
conb_1	1	3.75
or3b_2	1	8.76
[worst min-delay path, stage by stage]
cell	delay [ns]
clkdlybuf4s50_1	0.45
nand3b_1	0.17
nor2_1	0.12
[area by class of cell]
| cell class | instances | area (µm²) |
|---|---|---|
| timing repair buffer | 39 | 449 |
| clock buffer | 9 | 124 |
| sequential | 64 | 1920 |
| clock inverter | 7 | 103 |
| tap | 96 | 120 |
| multi-input combinational | 141 | 1320 |
| fill | 496 | 2760 |
[repair_timing]
action | 4_1_cts | 5_1_grt
buffers inserted | 0 | 0
pin swaps | 1 | 0
cloned | 2 | 0
setup endpoints to repair | 8 | 7
gates resized | 15 | 4
[how the worst max path moves through the flow]
| stage | from | to | cells past startpoint |
|---|---|---|---|
| 5_1_grt | raddr_i[2] | li[2] | 5 |
| 6_report | raddr_i[2] | li[2] | 5 |
| 4_1_cts | raddr_i[0] | li[3] | 6 |
[through the flow]
stage | utilization | hold slack [ns] | setup TNS [ns] | setup slack [ns]
CTS | 0.595 | 1.19 | 0 | 0.0133
global placement | 0.552 | 1.55 | -1.14 | -0.161
finish | 0.594 | 1.19 | 0 | 0.0922
global route | 0.594 | 1.21 | 0 | 0.0192
floorplan | - | 0.719 | 0 | 0.931
detailed placement | 0.552 | 1.56 | -1.13 | -0.162
[kinds of logic (layout without fill, tap and decap cells)]
group,count (synthesis),in the layout,share of synthesized area
flip-flops,64,64,0.548
AND/OR/NAND/NOR,53,53,0.0721
multiplexers,32,32,0.236
other,1,48,0.00107
buffers and inverters,56,55,0.126
AND-OR/OR-AND,8,8,0.0171
[power by group through the flow]
| stage | combinational [mW] | clock [mW] | sequential [mW] |
|---|---|---|---|
| after CTS | 0.213 | 0.823 | 0.977 |
| after global routing | 0.231 | 0.871 | 0.978 |
| final | 0.211 | 0.813 | 0.977 |
[routing by layer]
metal / global-route usage / part of all wire / vias to the layer above / wire length, µm
li1: - / - / 850 / -
met1: 0.372 / 0.41 / 953 / 2840
met2: 0.324 / 0.49 / 117 / 3410
met3: 0.0947 / 0.089 / 11 / 621
met4: 0.0258 / 0.015 / 0 / 102
met5: 0.0350 / 0 / - / 0
Power figures rest on the tool's default switching activity, not on a simulated workload.
